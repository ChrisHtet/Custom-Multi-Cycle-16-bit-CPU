==> ./run.sh <==
#!/bin/bash
# OpenROAD 26Q1-2900-gdf79404cd8, Yosys 0.63+post, stock flow scripts
make -C /OpenROAD-flow-scripts/flow DESIGN_CONFIG=/design/flow/config.mk WORK_HOME=/design/flow/orfs finish
==> ./config.mk <==
export PLATFORM = sky130hd
export DESIGN_NAME = control_unit
export DESIGN_NICKNAME = control_unit
export VERILOG_FILES = /design/flow/design.v
export SDC_FILE = /design/flow/constraint.sdc
export NUM_CORES = 4
export LEC_CHECK = 1
export CORE_AREA = 10 10 96 96
export DIE_AREA = 0 0 106 106
==> ./constraint.sdc <==
current_design control_unit

set clk_period 5.3
set clk_io_pct 0.2

create_clock -name clk0 -period $clk_period [get_ports {clk}]

set non_clock_inputs [all_inputs -no_clocks]
set_input_delay [expr $clk_period * $clk_io_pct] -clock clk0 $non_clock_inputs
set_output_delay [expr $clk_period * $clk_io_pct] -clock clk0 [all_outputs]
==> ./design.v <==
`timescale 1ns / 1ps
module control_unit (
    input         clk,
    input         reset,
    input         en,
    input  [7:0]  pc_in,
    input  [15:0] instruction,
    input         zero_flag,
    output reg    reg_write,
    output reg    mem_write, mem_read,
    output reg    mem_to_reg,
    output reg [2:0] alu_op,
    output reg    alu_src, pc_src,
    output reg    inc_PC,
    output reg [2:0] reg_dst,
    output reg [2:0] reg_src1, reg_src2,
    output reg [15:0] immediate,
    output reg [7:0]  jump_addr,
    output        halted
);
    localparam FETCH   = 2'b00,
               DECODE  = 2'b01,
               EXECUTE = 2'b10;
    reg [1:0] state, next_state;
    reg       halted_reg;
    wire [3:0]  opcode  = instruction[15:12];
    wire [2:0]  rt      = instruction[11:9];
    wire [2:0]  rs      = instruction[8:6];
    wire [2:0]  rd      = instruction[5:3];
    wire [2:0]  funct   = instruction[2:0];
    wire [5:0]  imm6    = instruction[5:0];
    wire [11:0] addr12  = instruction[11:0];
    wire [15:0] imm_ext = {{10{imm6[5]}}, imm6};
    always @(posedge clk or posedge reset) begin
        if (reset) begin
            state      <= FETCH;
            halted_reg <= 1'b0;
        end else if (en) begin
            state <= next_state;
            if (state == DECODE && opcode == 4'b1111)
                halted_reg <= 1'b1;
        end
    end
    assign halted = halted_reg;
    always @(*) begin
        reg_write  = 1'b0;
        mem_write  = 1'b0;
        mem_read   = 1'b0;
        mem_to_reg = 1'b0;
        alu_op     = 3'b000;
        alu_src    = 1'b0;
        pc_src     = 1'b0;
        inc_PC     = 1'b0;
        reg_dst    = 3'd0;
        reg_src1   = 3'd0;
        reg_src2   = 3'd0;
        immediate  = 16'd0;
        jump_addr  = 8'd0;
        next_state = FETCH;
        case (state)
        FETCH: begin
            inc_PC     = 1'b1;
            next_state = DECODE;
        end
        DECODE: begin
            case (opcode)
                4'b0000,4'b0001,4'b0010,4'b0011,  
                4'b0100,4'b0101,4'b0110,4'b0111,
                4'b1000,  
                4'b1001,  
                4'b1010: 
                    next_state = EXECUTE;
                4'b1011: begin  
                    jump_addr  = addr12[7:0];
                    pc_src     = 1'b1;
                    next_state = FETCH;
                end
                4'b1100: begin  
                    jump_addr  = pc_in + imm_ext[7:0] + 8'd1;
                    next_state = EXECUTE;
                end
                4'b1111: 
                    next_state = FETCH;
                default:
                    next_state = FETCH;
            endcase
        end
        EXECUTE: begin
            case (opcode)
                4'b0000,4'b0001,4'b0010,4'b0011,  
                4'b0100,4'b0101,4'b0110,4'b0111: begin
                    alu_op     = opcode[2:0];
                    reg_src1   = rs;
                    reg_dst    = rt;
                    alu_src    = 1'b1;
                    immediate  = imm_ext;
                    reg_write  = 1'b1;
                    next_state = FETCH;
                end
                4'b1000: begin  
                    alu_op     = funct;
                    reg_src1   = rs;
                    reg_src2   = rd;
                    reg_dst    = rt;
                    alu_src    = 1'b0;
                    reg_write  = 1'b1;
                    next_state = FETCH;
                end
                4'b1001: begin  
                    alu_op     = 3'b000;
                    reg_src1   = rs;
                    reg_dst    = rt;
                    alu_src    = 1'b1;
                    immediate  = imm_ext;
                    mem_read   = 1'b1;
                    mem_to_reg = 1'b1;
                    reg_write  = 1'b1;
                    next_state = FETCH;
                end
                4'b1010: begin  
                    alu_op     = 3'b000;
                    reg_src1   = rs;
                    reg_src2   = rt;
                    alu_src    = 1'b1;
                    immediate  = imm_ext;
                    mem_write  = 1'b1;
                    next_state = FETCH;
                end
                4'b1100: begin  
                    alu_op     = 3'b001;
                    reg_src1   = rt;
                    alu_src    = 1'b0;
                    immediate  = imm_ext;
                    if (zero_flag)
                        pc_src = 1'b1;
                    next_state = FETCH;
                end
                4'b1111: 
                    next_state = FETCH;
                default:
                    next_state = FETCH;
            endcase
        end
        endcase
    end
endmodule
==> run summary <==
run metrics: OpenROAD warning count=25, crit path time final=4550 ps, CTS sink cnt=4, Late-Pin Clk Latency=220 ps, internal power=0.189 mW, Max rail drop VDD=0.152 mV, critical path's most frequent cell=clkdlybuf4s50_1, Max Clock Freq=220 MHz, CTS Buffer Depth=2, GRT Total Usage=7.08%, CTS tree=done, CP Class=input pin to output pin, CP bufs+invs=3, chip height=106 um, Row Count=31, top cell family by delay on the critical path=buffers and inverters, Worst slew margin=61.9%, largest net degree at the start of global routing=16, clock share of power=25.3%, crit start category=input pin, # resized after CTS=0, Comb power frac=56.4%, number of I/O port buffers=71, main flop type=dfrtp_1, Chip Area=11200 sq um, number of setup violations in the final report=0, dpl hpwl=3.53 mm, NetSw=0.0852 mW, Final Hold Vio Count=0, antenna viol nets, final=0, Yosys top cell by area=ha_1, I/O pin count=72, DR WL/cell=14.0 um, count leader, synth=nand2_1, DR iter-0 viols=38, Core Region=7210 sq um, total gr overflow=0, ys cells=135, area reported by Yosys stat=1010 sq um, WP data required=4240 ps, TritonRoute pass-1 iters=4, # DRC=0, total wire length=4.10 mm, CP endpoint kind=output pin, share of layout cells above drive strength 1=6.70%, FP Util=14.0%, Max stage delay on crit path=510 ps, CTS Buf Count=3, vias per std cell=3.95, fin area=1780 sq um, CP Max Fanout=3, Area growth syn-to-layout=76.1%, cells along the critical path=clkdlybuf4s50_1 -> inv_1 -> ha_1 -> fa_1 -> nor2b_4 -> o31a_1 -> o21a_1 -> nor3_1 -> o31ai_2 -> clkdlybuf4s50_1, max_cap viols=0, number of synthesized flops with an enable pin=0, RSZ-0062 raised after global routing=no, Slew @ Worst Pin=569 ps, Syn Inst Count=135, sequential share of the synthesized area=10.0%, Synth Area per Inst=7.47 sq um, power share of the sequential group=18.2%, Post-synth ARST share=100%, Post-CTS Hold Fix Bufs=0, most instantiated cells after synthesis=13 x nand2_1, 11 x buf_4, 11 x nor2_1, 11 x o21ai_0, 10 x and3_1, first-pass GRT wire length=6.56 mm, vias in the first global route=1211, top cells by area=ha_1 8.7%, buf_4 8.2%, dfrtp_1 7.4%, Power Density=154 nW/um^2, antenna violations before repair=0, Critical Path AT=3490 ps, diode count=0, GPL Wtd Cong=0.816, Syn Std Cell Area=1010 sq um, Cell Area, Placed=1730 sq um, H-tree depth=1, width of the die=106 um, CTS clk-pin slew, worst paths=40 ps, Yosys Warn Count=1, detailed-route via count=1157, Synth cell types=41, Top cell area share=8.68%, HP Class=flop to flop, final setup TNS=0 ps, slowest CP cell=clkdlybuf4s50_1, switching share of power=31.1%, final worst-path cycle share=85.9%, skew final=8.79 ps, Leak=0.720 nW, Synth Register Bits=4, final max-slew violation count=0, Setup Fix Bufs, Post-CTS=0, status=finished, final reports clean, Root Buffer Master=clkbuf_8
area by class of cell:
type	instances	area, sq um
well taps	99	124
repair buffers	71	711
inverters	9	33.8
multi-input cells	106	761
flip-flops and latches	4	101
fillers	803	5440
clock buffers	4	45.0
final timing paths:
path / startpoint / to / slack, ps / depth (start not counted)
hold reg to reg: halted_reg$_DFFE_PP0P_ / halted_reg$_DFFE_PP0P_ / 480 / 1
setup reg to reg: state[1]$_DFF_PP0_ / state[1]$_DFF_PP0_ / 4270 / 2
max in group asynchronous: reset / state[0]$_DFF_PP1_ / 4040 / 2
hold / removal: halted_reg$_DFFE_PP0P_ / halted_reg$_DFFE_PP0P_ / 480 / 1
setup / recovery: instruction[0] / jump_addr[6] / 750 / 10
min in group asynchronous: reset / halted_reg$_DFFE_PP0P_ / 1020 / 2
cells in the final DEF, fill, tap and decap left out, types with 3 or more instances in the layout:
master,n
ha_1,7
a21o_1,3
nand2_1,13
nor2b_1,3
o21a_1,4
inv_1,9
clkbuf_8,3
nor2_1,11
a22o_1,3
and3_1,10
o21ai_0,11
a21oi_1,5
clkdlybuf4s50_1,71
dfrtp_1,3
mux2i_1,3
power groups by stage:
| stage | combinational [mW] | clock [mW] | sequential (mW) |
|---|---|---|---|
| after CTS | 0.158 | 0.0728 | 0.0498 |
| final | 0.155 | 0.0694 | 0.0499 |
| after global routing | 0.173 | 0.0768 | 0.0525 |
per-stage QoR:
stage | std cells | hold WS (ps) | setup WS, ps | util [%] | power, mW
final | 293 | 478 | 749 | 24.6 | 0.274
after global routing | 293 | 526 | 595 | 24.6 | 0.302
after CTS | 293 | 479 | 713 | 24.6 | 0.280
after detailed placement | 289 | 465 | 706 | 24.0 | 0.207
after global placement | 289 | 465 | 739 | 24.0 | 0.206
after floorplan | 135 | 417 | 1900 | - | 0.120
layer usage:
| metal | track usage (%) | share of wire, % | vias up |
|---|---|---|---|
| li1 | - | - | 587 |
| met1 | 8.80 | 44 | 515 |
| met2 | 11.6 | 45 | 52 |
| met3 | 3.24 | 10 | 3 |
| met4 | 0.193 | 0.19 | 0 |
| met5 | 0 | 0 | - |
worst register-to-register path, cell delays in order (launching register included):
cell and delay, ps:
dfrtp_1 570, inv_1 180, o22ai_1 190
kinds of logic after synthesis:
family | count (synthesis) | share of synthesized area (%)
muxes | 4 | 4.09
buffers and inverters | 25 | 14.5
AOI/OAI and AO/OA | 40 | 27.4
and+or+nand+nor | 50 | 29.8
xor gates and xnor gates | 4 | 3.47
DFF | 4 | 10.0
adders and majority gates | 8 | 10.7
Power figures rest on the tool's default switching activity, not on a simulated workload.
