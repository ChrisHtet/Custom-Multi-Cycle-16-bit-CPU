**flow/run.sh**
```bash
#!/bin/bash
# OpenROAD 26Q1-2900-gdf79404cd8, Yosys 0.63+post, stock flow scripts
make -C /OpenROAD-flow-scripts/flow DESIGN_CONFIG=/design/flow/config.mk WORK_HOME=/design/flow/orfs finish
```
**flow/config.mk**
```make
export PLATFORM = sky130hd
export DESIGN_NAME = reg_file
export DESIGN_NICKNAME = reg_file
export VERILOG_FILES = /design/flow/design.v
export SDC_FILE = /design/flow/constraint.sdc
export NUM_CORES = 4
export LEC_CHECK = 1
export CORE_UTILIZATION = 40
```
**flow/constraint.sdc**
```tcl
current_design reg_file

set clk_period 4.6
set clk_io_pct 0.2

create_clock -name clk0 -period $clk_period [get_ports {clk}]

set non_clock_inputs [all_inputs -no_clocks]
set_input_delay [expr $clk_period * $clk_io_pct] -clock clk0 $non_clock_inputs
set_output_delay [expr $clk_period * $clk_io_pct] -clock clk0 [all_outputs]
```
**flow/design.v**
```verilog
`timescale 1ns / 1ps
module reg_file (
    input         clk, reset, reg_write,
    input  [2:0]  reg_dst, reg_src1, reg_src2,
    input  [15:0] write_data,
    output [15:0] read_data1, read_data2
);
    reg [15:0] registers [0:7];
    integer i;
    always @(posedge clk or posedge reset) begin
        if (reset) begin
            for (i=0; i<8; i=i+1)
                registers[i] <= 16'd0;
        end else if (reg_write) begin
            if (reg_dst != 3'd0)
                registers[reg_dst] <= write_data;
            registers[0] <= 16'd0;   
        end
    end
    assign read_data1 = (reg_src1 == 3'd0) ? 16'd0 : registers[reg_src1];
    assign read_data2 = (reg_src2 == 3'd0) ? 16'd0 : registers[reg_src2];
endmodule
```
==> results.toml <==
# implementation run metrics
[drt]
routed_wirelength_um = 15600
vias_per_cell = 5.69
drtPass1Iterations = 4
wl_per_cell_um = 20.7
dr_total_vias = 4282
drtAntennaViolNets = 0
first_iter_violations = 288
antenna-diode-count = 0
drc_errors = 0

[global_routing]
global_route.usage.total_pct = 21.2
antenna_found_initial = 0
grt_start_max_net_pins = 113
grt_pass1_wl_um = 25300
grt_pass1_vias = 4523
grt-ovfl-total = 0

[clock_network]
clock_latency_ns = 0.35
clock-root-buffer = "clkbuf_16"
cts_max_level = 3
clock_tree_from_tritoncts = "yes"
sinks_on_clock_net = 112
cts-buffers-inserted = 9
ctsResizeCount = 0
post_cts.repair.setup_buffers = 0
cts.hold.buffers_added = 0
cts.path.max_buffers = 2
worst_setup_hold_path_clk_slew_ns = 0.07

[cells_and_area]
area_delta_synth_final_pct = 15.2
final_core_utilization_pct = 47.8
largest_reg_flops = 112
postLayoutCellArea_um2 = 7340
drive_above_1_share_pct = 37.1
largest_registers = "registers: 112 flops"
largest-register = "registers"

[yosys]
yosys-stat-cells = 495
library_cells_used_by_synthesis = 35
post-synth-top-area-cell = "dfrtp_1"
syn-instance-count = 495
syn_area_cell_um2 = 12.9
mappedNetlistArea_um2 = 6370
synthTopCellsByArea = "dfrtp_1 44%, mux2_2 20%, mux4_2 8.1%, mux2_4 4.7%, a21oi_1 3.1%"
synth_flop_count = 112
post-synth-top-area-fraction_pct = 44.0
synthesis.yosys.warnings = 2
share_of_synthesized_area_occupied_by_flip_flops_and_latches_pct = 44.0
yosys.stat.chipArea_um2 = 6370

[final_timing]
setup_viol = 0
timing_worst_slew_pin_value_ns = 0.807
worst_hold_slack_ns = 0.508
drv_slew = 0
totalNegativeSetupSlack_ns = 0
finalHoldViolCount = 0
timing.max_slew.rel_slack_pct = 46.1
fmax_mhz = 256
rsz0062_at_grt = "no"
clock-skew-final_ns = 0
final_min_period_over_clock_period_pct = 84.8
layout_min_cycle_time_ns = 3.90

[run]
maxCapViolations = 0
log.warning_count = 27

[place]
place.port_buffers = 59
place.detailed.hpwl_um = 9240
placedInstanceArea_um2 = 7020
gp_congestion = 0.782

[floorplanning]
coreArea_um2 = 15400
num_rows = 45
die-area_um2 = 16400
floorplanUtilization_pct = 41.4
die_span_in_y_um = 128
die_width_um = 128
design.portCount = 60

[critical_path]
wp_data_required_ns = 3.68
path_max_fanout = 14
sort_of_element_at_the_end_of_the_critical_path = "output pin"
worst_setup_start_kind = "input pin"
timing_worst_setup_path_type = "input pin to output pin"
cp_data_arrival_time_ns = 2.98

[pwr]
seq_power_share_pct = 45.9
power.internal_mw = 2.17
power.switching_uw = 797
ir_drop_v = 0.000213
p_sw_share_pct = 26.8
clk_pwr_share_pct = 28.9
fin_total_pwr_mw = 2.97
power_frac_comb_pct = 25.2
power.density_cell_area_nw_per_um2 = 404
cellLeakagePower_nw = 3.04

[hold_path]
hold_class = "flip-flop to flip-flop"

[status]
status = "completed"
layer usage:
metal,track usage [%],up-vias,part of all wire [%]
met4,2.49,0,1.3
met3,6.80,15,8.2
met5,0,-,0
li1,-,1925,-
met2,32.2,156,47
met1,31.7,2186,43
kinds of logic after synthesis:
group	Yosys count	share of synthesized area, %
buffers and inverters	61	6.15
multiplexers	167	34.6
flip-flops	112	44.0
AND/OR/NAND/NOR	71	6.54
AND-OR/OR-AND	84	8.72
cell usage after synthesis (all sizes together):
cell type	number
a211oi	3
a21oi	40
a221oi	22
a22o	1
a22oi	3
a31o	1
a31oi	2
and4bb	2
buf	42
clkbuf	2
dfrtp	112
inv	17
mux2	136
mux2i	8
mux4	23
nand2	16
nand2b	10
nand3	8
nand4	1
nand4b	3
nor2	22
nor2b	3
nor3	6
o21ai	5
o22ai	2
o2bb2ai	5
area by class of cell:
type	instances	area, um2
Multi-Input combinational cell	322	3180
Clock buffer	11	233
Timing Repair Buffer	75	711
Inverter	17	66.3
Tap cell	211	264
Clock inverter	5	87.6
Sequential cell	112	2800
Fill cell	1320	8030
placed cells by master, fill, tap and decap left out, drive strengths merged, types with 5 or more instances in the layout:
cell type	count
mux2	136
dfrtp	112
clkdlybuf4s50	54
a21oi	40
mux4	23
nor2	22
a221oi	22
buf	21
inv	19
nand2	16
clkbuf	11
nand2b	10
nand3	8
mux2i	8
nor3	6
o2bb2ai	5
o21ai	5
stage by stage:
| stage | instances | worst slack [ns] |
|---|---|---|
| floorplan | 495 | 0.721 |
| global placement | 737 | 0.681 |
| detailed placement | 737 | 0.708 |
| CTS | 753 | 0.706 |
| global route | 753 | 0.576 |
| finish | 753 | 0.700 |
path summary, 6_finish.rpt:
check | start | slack [ns] | cells after the start | to
worst max-delay path | reg_src2[2] | 0.70 | 6 | read_data2[13]
worst min-delay path | registers[5][14]$_DFFE_PP0P_ | 0.51 | 1 | registers[5][14]$_DFFE_PP0P_
worst max register to register | registers[1][9]$_DFFE_PP0P_ | 3.81 | 1 | registers[1][9]$_DFFE_PP0P_
worst min register to register | registers[5][14]$_DFFE_PP0P_ | 0.51 | 1 | registers[5][14]$_DFFE_PP0P_
max in group asynchronous | reset | 3.08 | 3 | registers[4][1]$_DFFE_PP0P_
min in group asynchronous | reset | 1.07 | 3 | registers[1][4]$_DFFE_PP0P_
worst max-delay path: stages:
cell and delay (ns):
buf_2 0.23, nor2b_1 0.68, a22o_1 0.23, nand2_1 0.07
a22oi_1 0.31, clkdlybuf4s50_1 0.52
power by group through the flow:
stage / clock (mW) / sequential, mW / combinational (mW)
CTS: 0.878 / 1.36 / 0.756
global route: 0.912 / 1.40 / 0.820
finish: 0.857 / 1.36 / 0.748
Power is estimated from default activity; no workload was simulated.
