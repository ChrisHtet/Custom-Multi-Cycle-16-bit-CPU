===== /design/flow/run.sh =====
#!/bin/bash
# OpenROAD 26Q1-2900-gdf79404cd8, Yosys 0.63+post, stock flow scripts
make -C /OpenROAD-flow-scripts/flow DESIGN_CONFIG=/design/flow/config.mk WORK_HOME=/design/flow/orfs finish

===== /design/flow/config.mk =====
export PLATFORM = sky130hd
export DESIGN_NAME = Data_mem
export DESIGN_NICKNAME = Data_mem
export VERILOG_FILES = /design/flow/design.v
export SDC_FILE = /design/flow/constraint.sdc
export NUM_CORES = 4
export LEC_CHECK = 1
export CORE_UTILIZATION = 50

===== /design/flow/constraint.sdc =====
current_design Data_mem

set clk_period 30.0
set clk_io_pct 0.2

create_clock -name clk0 -period $clk_period [get_ports {clk}]

set non_clock_inputs [all_inputs -no_clocks]
set_input_delay [expr $clk_period * $clk_io_pct] -clock clk0 $non_clock_inputs
set_output_delay [expr $clk_period * $clk_io_pct] -clock clk0 [all_outputs]

===== /design/flow/design.v =====
`timescale 1ns / 1ps
module Data_mem (
    input         clk,
    input         mem_write,
    input         mem_read,
    input  [7:0]  addr,
    input  [15:0] data_in,
    output reg [15:0] data_out
);
    reg [15:0] mem [0:255];
    always @(posedge clk) begin      
        if (mem_write)
            mem[addr] <= data_in;
    end
    always @(*) begin                
        if (mem_read)
            data_out = mem[addr];
        else
            data_out = 16'd0;
    end
endmodule

==> flow_metrics.py <==
# Flow results
metrics = {
    "layout": {
        "logic_area_um2": 31900,
        "regArea_um2": 123000,
        "layout-area-overhead-vs-synth_pct": 13.3,
        "fillers": 22400,
        "largest-register": "mem",
        "biggestRegsByFlops": "mem: 4096 flops",
        "layout-drive-gt1-share": 0.211,
        "largest_register_ffs": 4096,
    },
    "timing": {
        "finalHoldViolations": 0,
        "layout_setup_ws_ns": 11.33,
        "slew_headroom": 0.158,
        "setup_viol": 0,
        "number_of_slew_limit_violations_in_the_final_report": 0,
        "layout_worst_path_cycle_share": 0.622,
        "period_minus_slack_ns": 18.67,
        "clock.fmax_ghz": 0.0535,
        "worst_slew_pin_tran_ns": 1.25,
        "fin_setup_tns_ns": 0,
        "rsz0062_at_grt": "no",
    },
    "critical_path": {
        "critical_path_required_ns": 24.00,
        "critical_path_class": "in2out",
        "critPathCaptureType": "output port",
        "critPathLaunchType": "primary input",
        "timing.critical_path.slowest_stage_cell": "sky130_fd_sc_hd__buf_4",
        "worst_ep_arrival_time_ns": 12.67,
        "critPathBufInv": 8,
        "critical_path_peak_fanout": 76,
        "worst_path_dominant_cell_family": "buffers and inverters",
        "largest_stage_delay_on_the_critical_path_ns": 0.77,
        "chain_of_cells_forming_the_critical_path": "buf_16, buf_4, buf_4, buf_4, buf_4, buf_4, mux2i_1, a22oi_1, nand3_1, nand4_1, o21ai_0, buf_4, a32oi_1, clkdlybuf4s50_1",
        "cp_common_cell": "sky130_fd_sc_hd__buf_4",
    },
    "pwr": {
        "p_switching_w": 0.00253,
        "power_per_cell_area_nw_per_um2": 66.7,
        "pwr-share-comb": 0.045,
        "power_report.internal_total_w": 0.00931,
        "power.share.clock": 0.422,
        "peakVddDrop_v": 0.0000557,
        "p_seq_frac": 0.533,
        "fraction_of_power_spent_switching_nets": 0.214,
        "leakagePower_nw": 57.5,
    },
    "synth": {
        "yosys.stat.seqShare": 0.784,
        "post_synthesis_average_cell_area_um2": 20.6,
        "synth_cell_types": 51,
        "async_reset_ff_frac": 0,
        "synth-seq-cells": 4096,
        "synthCells": 7620,
        "synth_area_um2": 157000,
        "synthesis.yosys.warnings": 1,
        "synth.yosys.chip_area_um2": 157000,
        "count_of_library_flops_with_an_enable_pin": 4096,
        "ys_cells": 7620,
        "dominantRegCellSynth": "sky130_fd_sc_hd__edfxtp_1",
    },
    "route": {
        "via_per_inst": 6.13,
        "post-route-drc-count": 0,
        "detailroute.via_count": 77200,
        "top_layer_used": "met5",
        "met3_wirelength_mm": 73.9,
        "drt_iter0_markers": 5105,
        "route.met2.wl_mm": 190,
        "route.final.wire_length_mm": 412,
        "drtAntennaViolNets": 0,
        "routed_wire_length_per_instance_um": 32.7,
        "detail_route.first_pass.iterations": 6,
        "wl_met1_mm": 130,
    },
    "clock_tree": {
        "tritoncts_buffers": 415,
        "cts_root_buf": "sky130_fd_sc_hd__clkbuf_16",
        "clock_tree.htree_level_count": 5,
        "cts_sinks": 4096,
        "tritoncts_clock_tree": "built",
        "cts_repair_resize_count": 0,
        "path_clk_slew_ns": 0.06,
        "cts_setup_buffers": 0,
        "cts-hold-fix-buffers": 0,
        "clockBufferDepth": 4,
    },
    "place": {
        "dp_hpwl_mm": 242,
        "port_buffers": 42,
        "rd_place_congestion": 0.925,
        "dpl_worst_slack_ns": 11.41,
    },
    "floorplanning": {
        "floorplan.rows": 205,
        "io_pins": 43,
        "core_area_um2": 312000,
        "floorplan.die_area_um2": 316000,
        "die_height_um": 562,
        "floorplanUtilization": 0.503,
        "floorplan.die.width_um": 562,
    },
    "global_routing": {
        "antenna_found_initial": 10,
        "grt_pass1_wl_mm": 590,
        "overflow": 0,
        "global_route.usage.total": 0.299,
        "pin_count_of_the_biggest_net_entering_global_routing": 94,
        "number_of_global_route_vias_before_repair": 83300,
    },
    "job": {
        "openroad.warnings": 26,
        "max-cap-violations": 0,
    },
    "outcome": {
        "outcome": "finished clean",
    },
    "worst_hold_path": {
        "hp-class": "in2reg",
    },
}
synthesized netlist by cell type, drive strengths merged (32+ instances only):
library cell | number | share of area
or4 | 44 | 0.0021
a31oi | 49 | 0.0020
nand4 | 51 | 0.0020
mux2i | 888 | 0.057
clkbuf | 194 | 0.0046
nor2 | 269 | 0.0065
a221oi | 135 | 0.0075
nand2 | 133 | 0.0032
o21ai | 90 | 0.0029
a22oi | 239 | 0.011
a21oi | 82 | 0.0026
edfxtp | 4096 | 0.78
nand3 | 81 | 0.0026
o22ai | 192 | 0.0077
mux4 | 582 | 0.084
nor3 | 32 | 0.0010
buf | 271 | 0.0093
cells by family (layout without fill, tap and decap cells):
family | Yosys count | count (layout) | synth area share
compound gates | 874 | 874 | 0.0391
buf+inv | 481 | 1309 | 0.0143
flops | 4096 | 4096 | 0.784
mux | 1501 | 1501 | 0.142
other cells | 0 | 6 | 0
simple gates | 668 | 668 | 0.0199
power groups by stage:
stage	sequential (W)	combinational (W)	clock, W
global route	0.00631	0.000574	0.00530
finish	0.00631	0.000538	0.00500
CTS	0.00631	0.000543	0.00508
area by class of cell:
type | instances | area share
sequential | 4096 | 0.692
multi-input combinational | 3043 | 0.180
clock buffer | 497 | 0.0602
tap | 4140 | 0.0292
timing repair buffer | 544 | 0.0243
clock inverter | 252 | 0.0141
inverter | 16 | 0.000338
antenna | 6 | 0.0000845
placed cells by master (no fill, tap or decap), types with 7 or more instances in the layout:
cell type and n:
sky130_fd_sc_hd__nor2_2 38, sky130_fd_sc_hd__clkbuf_1 82, sky130_fd_sc_hd__inv_1 15, sky130_fd_sc_hd__or4_1 44, sky130_fd_sc_hd__clkdlybuf4s50_1 21, sky130_fd_sc_hd__nand3_1 75, sky130_fd_sc_hd__nand2b_1 9, sky130_fd_sc_hd__a31oi_1 49
sky130_fd_sc_hd__mux2i_1 888, sky130_fd_sc_hd__a22oi_1 239, sky130_fd_sc_hd__a22o_1 14, sky130_fd_sc_hd__mux4_2 582, sky130_fd_sc_hd__nand2_1 132, sky130_fd_sc_hd__buf_8 17, sky130_fd_sc_hd__inv_16 8, sky130_fd_sc_hd__clkinv_2 69
sky130_fd_sc_hd__nor3_2 18, sky130_fd_sc_hd__mux2_2 31, sky130_fd_sc_hd__a21oi_1 82, sky130_fd_sc_hd__o221ai_1 15, sky130_fd_sc_hd__o21ai_0 76, sky130_fd_sc_hd__clkbuf_16 415, sky130_fd_sc_hd__a211o_1 14, sky130_fd_sc_hd__edfxtp_1 4096
sky130_fd_sc_hd__nor2b_1 7, sky130_fd_sc_hd__clkinv_16 13, sky130_fd_sc_hd__nand4_1 51, sky130_fd_sc_hd__o21ai_1 14, sky130_fd_sc_hd__a32oi_1 17, sky130_fd_sc_hd__and2_1 9, sky130_fd_sc_hd__o22ai_1 192, sky130_fd_sc_hd__a221oi_1 135
sky130_fd_sc_hd__nor2_1 227, sky130_fd_sc_hd__clkinvlp_4 10, sky130_fd_sc_hd__clkinv_1 108, sky130_fd_sc_hd__nor3_1 14, sky130_fd_sc_hd__bufinv_16 33, sky130_fd_sc_hd__buf_4 500, sky130_fd_sc_hd__a222oi_1 15
per-stage QoR:
| stage | util | hold slack, ns | area (µm²) | total power, W | instances |
|---|---|---|---|---|---|
| after floorplan | - | 6.10 | 157000 | 0.00670 | 7620 |
| after global placement | 0.527 | 6.43 | 164000 | 0.00697 | 11800 |
| after detailed placement | 0.527 | 6.44 | 164000 | 0.00697 | 11800 |
| after CTS | 0.570 | 5.40 | 178000 | 0.0119 | 12600 |
| after global routing | 0.570 | 5.46 | 178000 | 0.0122 | 12600 |
| final | 0.570 | 5.44 | 178000 | 0.0118 | 12600 |
path summary, 6_finish.rpt:
path / startpoint / endpoint / cells past startpoint
hold / removal: data_in[7] / mem[205][7] / 1
setup / recovery: addr[1] / data_out[15] / 14
metal layers:
metal | track usage | up-vias
met4 | 0.0898 | 29
met2 | 0.415 | 4685
met3 | 0.233 | 646
li1 | - | 32900
met1 | 0.384 | 39000
met5 | 0.0197 | -
Power and IR drop assume default switching activity.
